**flow/design.v**
```verilog
`timescale 1ns / 1ps
`timescale 1ns / 1ps
module mux7seg
(   input logic CLK100MHZ,
    input logic reset,
    input logic [31:0] digit,
    output logic [7:0] AN,
    output logic DP,
    output logic [6:0] A2G
);
    logic [2:0] s;
    logic [3:0]  display;
    logic [19:0] clkdiv;
    assign s = clkdiv[19:17];
    assign DP = 1;   
    always_comb
    begin
        AN    = 8'b11111111;  
        AN[s] = 0;            
    end
    always @(s, digit)
        case (s)
            0 : display = digit[3:0];
            1 : display = digit[7:4];
            2 : display = digit[11:8];
            3 : display = digit[15:12];
            4 : display = digit[19:16];
            5 : display = digit[23:20];
            6 : display = digit[27:24];
            7 : display = digit[31:28];
            default : display = digit[3:0];
        endcase
    always_ff @(posedge CLK100MHZ or posedge reset)
    if (reset)
        clkdiv <= 0;
    else
    begin
        clkdiv <= clkdiv + 1;
    end
    always_comb
        if (s == 3)
            A2G = 7'b0110111;   
        else
        begin
            case (display) 
                'h0 : A2G = 7'b1000000;   
                'h1 : A2G = 7'b1111001;
                'h2 : A2G = 7'b0100100;
                'h3 : A2G = 7'b0110000;
                'h4 : A2G = 7'b0011001;
                'h5 : A2G = 7'b0010010;
                'h6 : A2G = 7'b0000010;
                'h7 : A2G = 7'b1111000;
                'h8 : A2G = 7'b0000000;
                'h9 : A2G = 7'b0010000;
                'hA : A2G = 7'b0001000;
                'hB : A2G = 7'b0000011;
                'hC : A2G = 7'b1000110;
                'hD : A2G = 7'b0100001;
                'hE : A2G = 7'b0000110;    
                'hF : A2G = 7'b0001110;    
                default: A2G = 7'b1000000; 
            endcase
        end 
endmodule
`timescale 1ns / 1ps
module IO(
    input   logic           clk,
    input   logic           reset,
    input   logic           pRead,
    input   logic           pWrite,
    input   logic [1:0]     addr,
    input   logic [31:0]    pWriteData,
    output  logic [31:0]    pReadData,
    input   logic           buttonL,
    input   logic           buttonR,
    input   logic [15:0]    switch,
    output  logic [11:0]    led
    );
    logic [1:0] status;
    logic [15:0] switch1;
    logic [11:0] led1;
    always_ff @(posedge clk)
        begin
            if(reset)
                begin
                    status  <= 2'b00;
                    led1    <= 12'h00;
                    switch1 <= 16'h00;
                end
            else begin
                if(buttonR)
                    begin
                        status[1]   <= 1;
                        switch1     <= switch;
                    end
                if(buttonL)
                    begin
                        status[0] <= 1;
                        led       <= led1;
                    end
                if(pWrite & (addr ==2'b01))
                    begin
                        led1        <= pWriteData[11:0];
                        status[0]   <= 0; 
                    end
                if(pRead)
                    begin
                        case(addr)
                            2'b11:pReadData <= {24'b0,switch1[15:8]};
                            2'b10:pReadData <= {24'b0,switch1[7:0]};
                            2'b00:pReadData <= {24'b0,6'b000000,status};
                            default:pReadData <=32'b0;
                        endcase
                    end
                end
            end
endmodule
`timescale 1ns / 1ps
module DataMemoryDecoder(
    input  logic        clk, writeEN,
    input  logic [31:0] addr, writeData,
    output logic [31:0] readData,
    input  logic        IOclock,
    input  logic        reset,
    input  logic        btnL, btnR,
    input  logic [15:0] switch,
    output logic [7:0]  AN,
    output logic        DP,
    output logic [6:0]  A2G
    );
    logic pRead, pWrite, mWrite;
    logic [11:0] led;
    logic [31:0] preadData, mreadData;
    assign pRead = (addr[7] == 1'b1) ? 1 : 0;
    assign pWrite = (addr[7] == 1'b1) ? 1 : 0;
    assign mWrite = writeEN & (addr[7] == 1'b0);
    IO io(IOclock, reset, pRead, pWrite, addr[3:2], writeData, preadData,
          btnL, btnR, switch, led);
    dmem dmem(clk, mWrite, addr, writeData, mreadData);
    assign readData = (addr[7] == 1'b1) ? preadData : mreadData;    
    mux7seg sg(IOclock, reset, {switch, 4'b0000, led}, AN, DP, A2G);
endmodule
`timescale 1ns / 1ps
module imem(
    input logic [5:0] a,
    output logic [31:0] rd
    );
    logic [31:0] RAM[63:0];
    initial begin
        $readmemh("nested_loop.dat", RAM);
    end
    assign rd = RAM[a];
endmodule
module dmem(
    input logic clk, we,
    input logic [31:0] a, wd,
    output logic [31:0] rd
    );
    logic [31:0] RAM[255:0];
    assign rd = RAM[a[31:2]];
    always_ff @(posedge clk)
        if (we)
            RAM[a[31:2]] <= wd;
endmodule
```
**flow/nested_loop.dat**
```
2010000A
20110000
20130000
12700008
12300002
22310001
08000004
20110000
22730001
08000003
```
**flow/run.sh**
```bash
#!/bin/bash
# OpenROAD 26Q1-2900-gdf79404cd8, Yosys 0.63+post, stock flow scripts
make -C /OpenROAD-flow-scripts/flow DESIGN_CONFIG=/design/flow/config.mk WORK_HOME=/design/flow/orfs finish
```
**flow/config.mk**
```make
export PLATFORM = sky130hd
export DESIGN_NAME = DataMemoryDecoder
export DESIGN_NICKNAME = DataMemoryDecoder
export VERILOG_FILES = /design/flow/design.v
export SDC_FILE = /design/flow/constraint.sdc
export NUM_CORES = 4
export LEC_CHECK = 1
export CORE_UTILIZATION = 40
export SYNTH_MEMORY_MAX_BITS = 65536
```
**flow/constraint.sdc**
```tcl
current_design DataMemoryDecoder

set clk_period 82.9
set clk_io_pct 0.2

create_clock -name clk0 -period $clk_period [get_ports {IOclock}]
create_clock -name clk1 -period $clk_period [get_ports {clk}]

set non_clock_inputs [all_inputs -no_clocks]
set_input_delay [expr $clk_period * $clk_io_pct] -clock clk0 $non_clock_inputs
set_output_delay [expr $clk_period * $clk_io_pct] -clock clk0 [all_outputs]
```
==> results_slide.txt <==
Key Metrics from the Run

Synth
  • Area share, top type: 0.773
  • Synth Register Bits: approximately 4200
  • Top cells, area: edfxtp_1, mux4_2, mux2i_1, a22oi_1, nor2_1
  • Dominant combinational family: multiplexers
  • Post-Syn Area: 160000 µm²
  • Post-synth ARST share: 0.00480
  • Post-synth cell types: around 70
  • Most instantiated library cell after synthesis: edfxtp_1
  • Adder-cell share of the synthesized area: 0.000783
  • Compound Share, Synth: 0.0243
  • YS chip area: between 150000 and 200000 µm²
  • # Cells Yosys: between 7000 and 8000
  • MUX share of area: 0.164
  • Mean Syn Cell Area: 22.7 µm²
  • Yosys warnings: 3
  • Cells after Synth: 7055
  • Post-synth EDFFs: ~4100
  • Synth area leader: edfxtp_1
  • Commonest cells in the netlist: edfxtp_1, mux4_2, mux2i_1
  • Xor+xnor area frac: 0.00104
  • Simple share: 0.0163
  • Dominant flop cell: edfxtp_1
  • Part of the Yosys area used for sequential elements: 0.780

Worst setup path
  • FF-to-FF path depth: 5
  • Type of origin of the critical path: input port
  • Worst R2R End: sg.clkdiv[18]
  • CP Capture Type: output pin
  • Critical path type: in -> out
  • Crit path arrival time: about 23 ns
  • R2r startpoint: sg.clkdiv[0]
  • Worst Path Max Fanout: ~64
  • Required time of the critical path: roughly 66 ns
  • Reg-to-reg slack, setup: 81.16 ns

Power
  • Max VDD drop: 0.0188 mV
  • Switching Share: 0.215
  • Clk pwr share: 0.413
  • Pwr/cell area: 23.8 nW/µm²
  • Register share of total power: 0.534
  • Net Switching: between 0.9 and 1 mW
  • Pleak: between 50 and 60 nW
  • Logic gate share of total power: 0.053
  • P_int: 3.41 mW

Placed design
  • Number of port buffers: 107
  • Placed cell area: 169000 µm²
  • Gpl congestion: between 0.8 and 0.9
  • Detail Placement HPWL: 279 mm

Detailed routing
  • Remaining antenna violation count: 0
  • Initial DRT Pass Iterations: 7
  • Drt wl/cell: about 36 µm
  • WL final: 475 mm
  • Via Count: 77735
  • DR vias/cell: between 5 and 6
  • Detailed-route DRC error count: 0
  • DRT iter0 DRCs: 5607

Floorplan
  • Floorplan Utilization: 0.403
  • Die area: between 400000 and 500000 µm²
  • Io pins: 134
  • Die W: 634 µm
  • Rows: 231
  • Core area: ~400000 µm²
  • Chip height: around 630 µm

Cells and area
  • Fin area: 182000 µm²
  • Fillers: 31707
  • Area of the multi-input gates: 34100 µm²
  • Sequential cell area: 125000 µm²
  • Share of layout cells above drive strength 1: 0.280
  • Synth-to-Final Area Change: 14.1%
  • Fin util: 0.460

STA
  • Setup violators final: 0
  • Setup tns final: 0 ns
  • Unrepaired setup endpoints after global routing: false
  • Slew margin rel.: 0.0249
  • Final Skew: 0.00544 ns
  • Hold Vio Cnt, Final: 0
  • Actual slew at the worst max-slew pin: 1.46 ns
  • Final Max-Slew Violation Tally: 0

Global routing
  • Global-route wire length before repair: 656 mm
  • Grt ovf: 0
  • Largest net degree at the start of global routing: 92
  • Initial antenna violation count: 32
  • GRT Util Overall: 0.264
  • Vias in the first global route: 85397

Clock network
  • Resized cells post-CTS: 0
  • Post-CTS setup buffers: 0
  • CTS tree: yes
  • Hold buffer count at CTS: 0
  • Clk pin slew, worst setup/hold paths: approximately 0.050 ns
  • Clock sinks: around 4200

Min path
  • Hold endpoint: io.led[0]
  • Hold WC Path Type: reg -> reg
  • Hold Path Origin: io.led1[0]
  • Worst hold stages: 0

Outcome
  • Outcome: finished clean

Flow run
  • OpenROAD warning count: ~56
  • Maxcap violations: 0
## power by group through the flow
stage / Clock [mW] / Combinational [mW] / Sequential (mW)
CTS: 1.82 / 0.229 / 2.32
global route: 1.90 / 0.243 / 2.32
finish: 1.80 / 0.230 / 2.32
## registers in the layout, summed over array words and instances, names as in the netlist
register / count
io.switch1: 16
sg.clkdiv: 20
io.status: 2
io.led: 12
dmem.RAM: 4096
io.led1: 12
io.pReadData: 8
## layout by cell type, fill, tap and decap left out, types with 73 or more instances in the layout
cell type,n
buf_4,422
mux4_2,1047
nand2_1,208
a22oi_1,128
nor2_4,128
clkinv_2,73
clkbuf_16,426
mux2i_1,244
a21oi_1,88
nor2_1,80
clkinv_1,103
clkbuf_1,100
edfxtp_1,4116
## cell families after synthesis
| family | count (synthesis) |
|---|---|
| AOI/OAI and AO/OA | 540 |
| muxes | 1306 |
| buffers and inverters | 415 |
| adders and majority gates | 10 |
| DFF | 4166 |
| and+or+nand+nor | 598 |
| xor gates and xnor gates | 19 |
| other | 1 |
## layer usage
metal,track usage,share of wire
met3,0.257,0.22
met2,0.372,0.45
met1,0.261,0.27
met4,0.0942,0.050
met5,0.0338,0.0043
## area by class of cell
type	instances	share of cell area
Antenna cell	13	0.000178
Tap cell	5242	0.0360
Sequential cell	4166	0.684
Timing Repair Buffer	499	0.0219
Inverter	14	0.000371
Clock inverter	231	0.0105
Multi-Input combinational cell	2474	0.187
Clock buffer	526	0.0605
## metrics by stage
| step | power, mW | hold slack (ns) | setup WS (ns) | instances |
|---|---|---|---|---|
| global route | 4.46 | 0.439 | 43.07 | 13156 |
| CTS | 4.37 | 0.425 | 43.41 | 13152 |
| detailed placement | 2.59 | 0.414 | 43.35 | 12395 |
| global placement | 2.59 | 0.414 | 43.39 | 12395 |
| finish | 4.35 | 0.427 | 43.48 | 13165 |
| floorplan | 2.47 | 0.408 | 47.69 | 7055 |
## critical path, cell delays in order
cell and delay (ns):
buf_16 0.31, buf_4 0.65, buf_4 0.73, buf_4 0.55, buf_4 0.59, buf_4 0.56, mux4_2 0.40, mux2_2 0.31
o21ai_0 0.24, a311oi_2 0.08, buf_4 0.24, a31oi_1 0.50, o211ai_1 0.24, buf_4 0.25, clkdlybuf4s50_1 0.40
## worst max path at each step
stage,startpoint,end
CTS,addr[2],readData[0]
global route,addr[3],readData[23]
finish,addr[3],readData[23]
No activity file was given, so power comes from the tool's default toggle rates.
