===== flow/constraint.sdc =====
current_design regfile

set clk_period 11.8
set clk_io_pct 0.2

create_clock -name clk0 -period $clk_period [get_ports {clk}]

set non_clock_inputs [all_inputs -no_clocks]
set_input_delay [expr $clk_period * $clk_io_pct] -clock clk0 $non_clock_inputs
set_output_delay [expr $clk_period * $clk_io_pct] -clock clk0 [all_outputs]

===== flow/design.v =====
`timescale 1ns / 1ps
module flopr #(parameter WIDTH = 8)(
    input logic clk, reset,
    input logic [WIDTH-1 : 0] d,
    output logic [WIDTH-1 : 0] q
);
    always_ff @(posedge clk, posedge reset)
    begin
        if (reset)  q <= 0;
        else        q <= d;    
    end
endmodule
module floprc #(
    parameter WIDTH = 8
) (
    input  logic                clk, reset, 
    input  logic                clear,
    input  logic [WIDTH - 1: 0] d,
    output logic [WIDTH - 1: 0] q
);
    always_ff @(posedge clk, posedge reset)
    begin
        if (reset)              q <= 0;
        else if (clear)         q <= 0;
        else                    q <= d;
    end
endmodule
module flopenr #(
    parameter WIDTH = 8
) (
    input  logic                clk, reset, 
    input  logic                en,
    input  logic [WIDTH - 1: 0] d,
    output logic [WIDTH - 1: 0] q
);
    always_ff @(posedge clk, posedge reset)
    begin
        if (reset)              q <= 0;
        else if (en)            q <= d;
    end
endmodule
module flopenrc #(
    parameter WIDTH = 8
) (
    input  logic                clk, reset, 
    input  logic                en, clear,
    input  logic [WIDTH - 1: 0] d,
    output logic [WIDTH - 1: 0] q
);
    always_ff @(posedge clk, posedge reset)
    begin
        if (reset)              q <= 0;
        else if (en & clear)    q <= 0;
        else if (en)            q <= d;
    end
endmodule
module adder(
    input logic [31:0] a, b,
    output logic [31:0] y
);
    assign y = a + b;
endmodule
module sl2(
    input logic [31:0] a,
    output logic [31:0] y
);
    assign y = {a[29:0], 2'b00};
endmodule
module mux2 #(parameter WIDTH = 8)(
    input logic [WIDTH-1:0] d0, d1,
    input logic s,
    output logic [WIDTH-1:0] y
);
    assign y = s ? d1 : d0;    
endmodule
module mux4 #(parameter Width = 32)(
  input        [Width-1:0] d0, d1, d2, d3,
  input        [1:0]       s,
  output logic [Width-1:0] y
);
    always_comb begin
        unique case(s)
            2'b00: y = d0;
            2'b01: y = d1;
            2'b10: y = d2;
            2'b11: y = d3;
        endcase
    end
endmodule
module regfile(
    input logic clk, we3,
    input logic [4:0] ra1, ra2, wa3,
    input logic [31:0] wd3,
    output logic [31:0] rd1, rd2
);
    logic [31:0] rf[31:0];
    always_ff @(negedge clk)
        if (we3) rf[wa3] <= wd3;
    assign rd1 = (ra1 != 0) ? rf[ra1] : 0;
    assign rd2 = (ra2 != 0) ? rf[ra2] : 0;
endmodule
module signext(
    input logic [15:0] a,
    output logic [31:0] y
);
    assign y = {{16{a[15]}}, a};
endmodule
module alu(
    input logic signed [31:0] a, b,
    input logic [2:0] alucont,
    output logic signed [31:0] result,
    output logic zero
    );
    assign zero = (result == 0);
    always_comb 
        case (alucont)
            3'b000: result = a & b;
            3'b001: result = a | b;
            3'b010: result = a + b;
            3'b100: result = a & ~b;
            3'b101: result = a | ~b;
            3'b110: result = a - b;
            3'b111: result = a < b;
            default: result = 'x;
        endcase
endmodule
module eqcmp (
    input  logic [31:0] a, b,
    output logic        eq
);
    assign eq = (a == b);
endmodule

===== flow/config.mk =====
export PLATFORM = sky130hd
export DESIGN_NAME = regfile
export DESIGN_NICKNAME = regfile
export VERILOG_FILES = /design/flow/design.v
export SDC_FILE = /design/flow/constraint.sdc
export NUM_CORES = 4
export LEC_CHECK = 1
export CORE_UTILIZATION = 30

===== flow/run.sh =====
#!/bin/bash
# OpenROAD 26Q1-2900-gdf79404cd8, Yosys 0.63+post, stock flow scripts
make -C /OpenROAD-flow-scripts/flow DESIGN_CONFIG=/design/flow/config.mk WORK_HOME=/design/flow/orfs finish

==> run_results.csv <==
group,metric,value,unit
die,core-area,156000,µm²
logic_synthesis,yosysCellCount,2291,
clocking,cts_buffers,113,
place,port_buffers,112,
logic_synthesis,async_reset_ff_frac,0,
clocking,cts_setup_buffers,0,
logic_synthesis,synth_top_area_share,0.6531,
die,num_rows,145,
timing,worstMarginPinSlew,1.123,ns
job,tool_warnings,1030,
logic_synthesis,ys_sh_adder,0,
logic_synthesis,synthXorXnorAreaFrac,0,
detailed_routing,drc_errors,0,
clocking,cts_tree,"done",
global_routing,antenna_found_initial,2,
logic_synthesis,top_cells_by_area,"edfxtp_1 65%, mux4_2 22%, mux2i_1 3.4%",
critical_path,worst_setup_path_start_kind,"flop",
die,die_h,398.2,µm
critical_path,end_kind,"primary output",
global_routing,track_usage,0.2132,
critical_path,cp_max_fo,2,
finish,largest_reg_flops,1024,
clocking,htree_levels,3,
timing,hold_viol_final,0,
die,die_w,398.2,µm
timing,maxSlewViolCount,0,
clocking,clk_pin_slew,0.04,ns
clocking,ctsHoldBuffers,0,
place,gp_congestion,0.8586,
finish,largest_register,"rf",
logic_synthesis,ys_seq_share,0.6531,
finish,drive_gt1_frac,0.2513,
logic_synthesis,syn_avg_cell_area,20.55,µm²
detailed_routing,route.vias.total,29981,
die,fp_util,0.3017,
detailed_routing,viasPerCell,5.306,
logic_synthesis,muxShareOfSynthArea,0.2644,
logic_synthesis,yosys.area_share.aoi,0.04364,
die,chipArea,158500,µm²
clocking,ctsResizeCount,0,
worst_hold_path,hold_class,"in2out",
logic_synthesis,ys.flops,1024,
clocking,clockRootBuffer,"clkbuf_16",
clocking,clock-sinks,1024,
timing,holdWs,5.769,ns
die,pin_count,113,
detailed_routing,ant_nets,0,
global_routing,grt_max_degree,106,
clocking,clk_path_buf_depth,3,
logic_synthesis,ys.flop_type,"edfxtp_1",
finish,final_common_cell,"inv_1",
finish,layout_top_cells,"1041 x inv_1, 1024 x edfxtp_1, 465 x mux4_2",
logic_synthesis,yosys_warnings,1,
critical_path,crit_type,"reg2out",
pwr,power.density,169.9,nW/µm²
place,place_hpwl,88.55,mm
detailed_routing,drtIter0Drc,1726,
logic_synthesis,yosys_area,47080,µm²
finish,reg.largest.list,"rf (1024)",
logic_synthesis,netlist_logic_family_top,"multiplexers",
detailed_routing,drt_pass1_iterations,16,
critical_path,cp_data_required_time,9.44,ns
critical_path,crit_path_start,"rf[11][5]",
pwr,leakagePower,0.02276,µW
finish,fin_util,0.3804,
timing,setup_violations,0,
job,cap_viol_max_count,0,
detailed_routing,wire_per_inst,27.67,µm
logic_synthesis,edf_count,1024,
logic_synthesis,largest_area_cell,"edfxtp_1",
global_routing,grt_pass1_wl,224.8,mm
timing,final.setup.tns,0,ns
global_routing,grt_pass1_vias,35945,
timing,slew_headroom,0.2489,
logic_synthesis,synth_area,47080,µm²
global_routing,grt_overflow_total,0,
logic_synthesis,ys_types,40,
logic_synthesis,syn_inst,2291,
finish,syn2layout_area_growth,26.07,%
logic_synthesis,ys_sh_simple,0.01632,
timing,rsz0062_at_grt,"false",
critical_path,worstPathArrival,9.25,ns
critical_path,setup.worst_path.end,"rd2[5]",
outcome,outcome,"finished clean",
detailed_routing,wl,156.3,mm
pwr,ir_drop,126.3,µV
==> worst min-delay path by stage <==
stage	start	to	slack, ns	cells past startpoint
global route	ra2[1]	rd2[12]	5.83	4
CTS	ra2[1]	rd2[12]	5.80	4
finish	ra2[1]	rd2[12]	5.77	4
==> metrics by stage <==
stage / std cells / power (µW) / instance area, µm² / setup slack [ns]
after floorplan: 2291 / 5047 / 47080 / 1.106
after global placement: 4412 / 5366 / 51300 / 0.9447
after detailed placement: 4412 / 5383 / 51300 / 0.9348
after CTS: 5648 / 10250 / 59350 / 0.1615
after global routing: 5648 / 10690 / 59350 / 0.06691
final: 5650 / 10080 / 59350 / 0.1938
==> cell families (layout without fill, tap and decap cells) <==
| logic type | count (synthesis) | count (layout) |
|---|---|---|
| AOI/OAI and AO/OA | 264 | 264 |
| buffers and inverters | 196 | 1495 |
| DFF | 1024 | 1024 |
| muxes | 658 | 658 |
| other | 0 | 2 |
| and+or+nand+nor | 149 | 149 |
==> power breakdown <==
group | leakage [µW] | total [µW] | switching, µW | internal (µW)
Clock | 0.00753 | 5260 | 2370 | 2880
Sequential | 0.00922 | 4100 | 19.0 | 4080
Combinational | 0.00601 | 726 | 406 | 320
==> worst max-delay path, cell delays in order (launching register included) <==
cell and delay [ns]:
edfxtp_1 0.39, mux4_2 0.46, a22o_1 0.24, a2111oi_0 0.73
nor3_1 0.31, clkdlybuf4s50_1 0.51
==> cell usage after synthesis, types with 12 or more instances <==
| cell | n |
|---|---|
| a22oi_1 | 16 |
| a2111oi_0 | 49 |
| mux2_2 | 33 |
| buf_6 | 12 |
| clkbuf_1 | 69 |
| buf_2 | 60 |
| edfxtp_1 | 1024 |
| nor2_1 | 39 |
| nor2b_1 | 13 |
| o22ai_1 | 105 |
| nor3_1 | 55 |
| a22o_1 | 53 |
| buf_1 | 18 |
| buf_4 | 28 |
| mux2i_1 | 160 |
| mux4_2 | 465 |
==> metal layers <==
layer  up-vias  part of all wire  global-route usage
met5         -            0.0011             0.01090
met2      2485              0.47              0.3043
met1     14496              0.30              0.1937
met4         6             0.048              0.1112
met3       415              0.19              0.2037
li1      12579                 -                   -
==> final cells by class <==
cell class              count  area (µm²)
clock inverters          1124        5223
clock buffers             113        2828
flip-flops and latches   1024       30750
multi-input cells        1071       15550
repair buffers            255        2412
fillers                 13680       96670
well taps                2058        2575
diodes                      2       5.005
inverters                   3       11.26
Power figures rest on the tool's default switching activity, not on a simulated workload.
